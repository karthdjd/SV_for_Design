### ./design.v
module cla_4bit (
    input  logic [3:0] a,
    input  logic [3:0] b,
    input  logic       cin,     
    output logic [3:0] sum,
    output logic       cout,    
    output logic       P_blk,   
    output logic       G_blk    
);
    logic [3:0] g, p;
    assign g = a & b;
    assign p = a ^ b;  
    logic [3:0] p_or;
    assign p_or = a | b;
    assign G_blk = g[3] | (p_or[3] & g[2]) | (p_or[3] & p_or[2] & g[1])
                   | (p_or[3] & p_or[2] & p_or[1] & g[0]);
    assign P_blk = p_or[3] & p_or[2] & p_or[1] & p_or[0];
    logic c1, c2, c3, c4;
    assign c1 = g[0] | (p_or[0] & cin);
    assign c2 = g[1] | (p_or[1] & g[0]) | (p_or[1] & p_or[0] & cin);
    assign c3 = g[2] | (p_or[2] & g[1]) | (p_or[2] & p_or[1] & g[0])
                | (p_or[2] & p_or[1] & p_or[0] & cin);
    assign c4 = G_blk | (P_blk & cin);  
    assign sum[0] = a[0] ^ b[0] ^ cin;
    assign sum[1] = a[1] ^ b[1] ^ c1;
    assign sum[2] = a[2] ^ b[2] ^ c2;
    assign sum[3] = a[3] ^ b[3] ^ c3;
    assign cout = c4;
endmodule
module cla_adder #(
    parameter int WIDTH = 16   
) (
    input  logic [WIDTH-1:0] a,
    input  logic [WIDTH-1:0] b,
    input  logic             cin,
    output logic [WIDTH-1:0] sum,
    output logic             cout
);
    localparam int NUM_BLOCKS = WIDTH / 4;
    logic [NUM_BLOCKS-1:0] P_blk, G_blk;
    logic [NUM_BLOCKS:0]   C_blk;  
    assign C_blk[0] = cin;
    genvar i;
    generate
        for (i = 0; i < NUM_BLOCKS; i++) begin : gen_blocks
            localparam int LSB = 4*i;
            localparam int MSB = LSB + 3;
            cla_4bit u_cla4 (
                .a    (a[LSB +: 4]),
                .b    (b[LSB +: 4]),
                .cin  (C_blk[i]),
                .sum  (sum[LSB +: 4]),
                .cout (),          
                .P_blk(P_blk[i]),
                .G_blk(G_blk[i])
            );
            assign C_blk[i+1] = G_blk[i] | (P_blk[i] & C_blk[i]);
        end
    endgenerate
    assign cout = C_blk[NUM_BLOCKS];
endmodule
### ./run.sh
#!/bin/bash
# OpenROAD 26Q1-2900-gdf79404cd8, Yosys 0.63+post, stock flow scripts
make -C /OpenROAD-flow-scripts/flow DESIGN_CONFIG=/design/flow/config.mk WORK_HOME=/design/flow/orfs finish
### ./config.mk
export PLATFORM = sky130hd
export DESIGN_NAME = cla_adder
export DESIGN_NICKNAME = cla_adder
export VERILOG_FILES = /design/flow/design.v
export SDC_FILE = /design/flow/constraint.sdc
export NUM_CORES = 4
export LEC_CHECK = 1
export CORE_AREA = 10 10 70 70
export DIE_AREA = 0 0 80 80
export SYNTH_HDL_FRONTEND = slang
### ./constraint.sdc
current_design cla_adder

set clk_period 6.9
set clk_io_pct 0.2

create_clock -name clk0 -period $clk_period

set non_clock_inputs [all_inputs -no_clocks]
set_input_delay [expr $clk_period * $clk_io_pct] -clock clk0 $non_clock_inputs
set_output_delay [expr $clk_period * $clk_io_pct] -clock clk0 [all_outputs]
==> out/metrics.cfg <==
[run_status]
outcome=finished clean

[drt]
wl_per_cell_microns=9.68
wl_met1_mm=1.07
drtIter0Drc=6
viasPerCell=4.03
ant_nets=0
dr.max_layer_used=met3
vias=939
drt_wl_total_mm=2.26
drc=0
route.met2.wl_microns=930
drtPass1Iterations=4
wl_met3_microns=250
antenna_cells=0

[pwr]
leakage_nw=0.820
p_seq_share_pct=0
p_per_area_nw_per_um2=73.8
p_int_w=0.0000770
clockPowerShare_pct=0
power_w=0.000117
switching_share_pct=34.3
comb_power_share_pct=100.0
p_switching_w=0.0000401
irDropWorstVdd_v=0.0000332

[global_routing]
antenna_found_initial=0
grt_pass1_wl_mm=3.97
grt-ovfl-total=0
grt_max_degree=6
grt_pass1_vias=964
track_usage_pct=7.03

[timing]
fin_tns_setup_ps=0
setup_viol=0
fin_crit_ps=5390
hold_violations=0
maxSlewViolCount=0
finalCritPeriodShare_pct=78.1
rsz0062_at_grt=no
fmax_mhz=186
tightest_slew_ps=340
relSlewSlack_pct=77.1

[synth]
yosysWarnings=0
seq_area_frac_synth_pct=0
syn_avg_cell_area_sq_um=7.51
synth_cells=137
ys_types=29
ys_cells=137
yosys_area_sq_um=1030
synth_area_sq_um=1030

[critical_path]
cpMostUsedCell=clkdlybuf4s50_1
cp.required_ps=5520
arrival_ps=4010
path_class=in2out
worst_path_largest_cell_delay_ps=480
worstPathMaxFanout=3
critPathSlowestCell=clkdlybuf4s50_1
crit_path_start_kind=input port
path_cells=clkdlybuf4s50_1 > ha_1 > nor2b_1 > o311ai_1 > o211ai_1 > a211oi_2 > inv_1 > fa_1 > xor2_1 > clkdlybuf4s50_1
cp-end-kind=primary output

[cts]
cts_hold_buf=0
ctsResizeCount=0
post_cts_buffers=0

[placement]
port_buffers=50
hpwl_mm=2.13
place.gp.congestion=0.731

[worst_hold_path]
hold_path.class=in2out

[layout]
area_growth_pct=54.3
flops=0
drive_gt1_share_pct=1.60
clkbuf_count=0
seq_area_sq_um=0

[flow_run]
cap_violations=0
warning_count=52

[die]
rows=21
dieArea_sq_um=6400
die_h_microns=80
fp_util_pct=30.1
core_area_sq_um=3420
die_w_microns=80
io_pins=50

## area by class of cell
cell class	count	area [sq um]
multi-input cells	95	871
repair buffers	50	500
fillers	344	1830
inverters	42	158
well taps	46	57.6
## synth_stat cells, types with 2 or more instances
cell type  number  share of area (%)
fa_1            4                7.8
inv_1          42                 15
nor2b_1         4                2.4
nor3_1          3                1.5
o21bai_1        2                1.5
nand2b_1        2                1.2
a21oi_1         5                2.4
xor2_1          9                7.7
xnor2_1         2                1.7
nor2_1         11                4.0
ha_1           32                 39
nand2_1         3                1.1
o211ai_1        2                1.5
## layer usage
metal | vias up | track usage (%)
met4 | 0 | 0
met2 | 29 | 11.0
met1 | 381 | 9.50
li1 | 529 | -
met5 | - | 0
met3 | 0 | 2.73
## placed cells by master, fill, tap and decap left out
| cell type | netlist | final |
|---|---|---|
| nor4_1 | 1 | 1 |
| o21ai_0 | 1 | 1 |
| and2_1 | 1 | 1 |
| xnor2_1 | 2 | 2 |
| nand3b_1 | 1 | 1 |
| o21ai_1 | 1 | 1 |
| fa_1 | 4 | 4 |
| inv_1 | 42 | 42 |
| o41ai_1 | 1 | 1 |
| a211oi_2 | 1 | 1 |
| o311ai_0 | 1 | 1 |
| nand3_1 | 1 | 1 |
| a21o_1 | 1 | 1 |
| nand2_1 | 3 | 3 |
| clkdlybuf4s50_1 | 0 | 50 |
| o31ai_1 | 1 | 1 |
| o211ai_1 | 2 | 2 |
| a2bb2oi_2 | 1 | 1 |
| nor2_1 | 11 | 11 |
| ha_1 | 32 | 32 |
| nor4_2 | 1 | 1 |
| o21bai_1 | 2 | 2 |
| nor3_1 | 3 | 3 |
| o311ai_1 | 1 | 1 |
| xor2_1 | 9 | 9 |
| o311a_1 | 1 | 1 |
| nor2b_1 | 4 | 4 |
| nor3b_1 | 1 | 1 |
| a21oi_1 | 5 | 5 |
| nand2b_1 | 2 | 2 |
## critical path: cells and delay by family
kind / cells / cell delay [ps]
compound gates: 3 / 690
xor+xnor: 1 / 160
buf+inv: 3 / 1030
fa+ha+maj: 2 / 590
simple gates: 1 / 140
## power groups by stage
stage / registers [W] / logic (W) / clock network, W
after CTS: 0 / 0.000121 / 0
after global routing: 0 / 0.000134 / 0
final: 0 / 0.000117 / 0
## worst paths after layout
path / cells past startpoint / startpoint / endpoint
max: 10 / a[8] / sum[13]
min: 5 / b[10] / sum[10]
## kinds of logic after synthesis
| kind of cell | after synthesis | share of synthesized area (%) |
|---|---|---|
| simple gates | 29 | 14.6 |
| buf+inv | 42 | 15.3 |
| fa+ha+maj | 36 | 46.7 |
| xor+xnor | 11 | 9.37 |
| compound gates | 19 | 14.0 |
## per-stage QoR
step	hold WS (ps)	instance area (sq um)	worst slack, ps	util (%)	instances
after detailed placement	3840	1590	1470	46.4	233
after CTS	3850	1590	1460	46.4	233
final	3830	1590	1510	46.4	233
after global placement	3830	1590	1500	46.4	233
after global routing	3890	1590	1250	46.4	233
after floorplan	2870	1030	2620	-	137
Power is estimated from default activity; no workload was simulated.
