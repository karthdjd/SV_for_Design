==> design.v <==
`timescale 1ns/1ps
module dyn_rr_arbiter #(
    parameter int N = 4
) (
    input  logic           clk,
    input  logic           rst_n,    
    input  logic [N-1:0]   req,      
    output logic [N-1:0]   grant     
);
    logic [$clog2(N)-1:0] ptr;
    logic [2*N-1:0] req_dbl;
    logic [N-1:0]   req_rot;
    logic [N-1:0]   grant_rot;
    always_comb begin
        req_dbl = {req, req};
        req_rot = req_dbl >> ptr;       
    end
logic [N-1:0] grant_rot_tmp;
always_comb begin
    grant_rot_tmp = '0;
    for (int i = 0; i < N; i++) begin
        if ((grant_rot_tmp == 0) && req_rot[i])
            grant_rot_tmp[i] = 1'b1;
    end
    grant_rot = grant_rot_tmp;
end
    always_comb begin
        grant = (grant_rot << ptr) | (grant_rot >> (N - ptr));
    end
    always_ff @(posedge clk or negedge rst_n) begin
        if (!rst_n)
            ptr <= '0;
        else if (|grant)
            ptr <= (ptr + 1) % N;  
    end
    always_ff @(posedge clk) begin
        if (rst_n)
            assert ($onehot0(grant))
                else $error("Multiple grants detected! grant=%b", grant);
    end
endmodule
==> run.sh <==
#!/bin/bash
# OpenROAD 26Q1-2900-gdf79404cd8, Yosys 0.63+post, stock flow scripts
make -C /OpenROAD-flow-scripts/flow DESIGN_CONFIG=/design/flow/config.mk WORK_HOME=/design/flow/orfs finish
==> config.mk <==
export PLATFORM = sky130hd
export DESIGN_NAME = dyn_rr_arbiter
export DESIGN_NICKNAME = dyn_rr_arbiter
export VERILOG_FILES = /design/flow/design.v
export SDC_FILE = /design/flow/constraint.sdc
export NUM_CORES = 4
export LEC_CHECK = 1
export CORE_AREA = 10 10 70 70
export DIE_AREA = 0 0 80 80
export SYNTH_HDL_FRONTEND = slang
==> constraint.sdc <==
current_design dyn_rr_arbiter

set clk_period 3.0
set clk_io_pct 0.2

create_clock -name clk0 -period $clk_period [get_ports {clk}]

set non_clock_inputs [all_inputs -no_clocks]
set_input_delay [expr $clk_period * $clk_io_pct] -clock clk0 $non_clock_inputs
set_output_delay [expr $clk_period * $clk_io_pct] -clock clk0 [all_outputs]
==> out/metrics.cfg <==
[floorplanning]
chipArea_sq_mm = 0.00640
fp_util_pct = 10.7
die_h_um = 80
io_pins = 10
rows = 21
die_x_um = 80
placeableCoreArea_sq_mm = 0.00342

[placed_design]
place_ws_ns = -0.344
dp_hpwl_um = 823
dpl-instance-area_sq_um = 552
dpl.cell_count = 108
globalplace.congestion = 0.884
io_buffers = 9

[synth]
yosysSeqAreaShare_pct = 13.7
synthCells = 48
ys_warn_count = 0
yosysChipArea_sq_um = 364
ys_types = 30
netlist_area_sq_um = 364
ys.flops = 2
avgSynthCellArea_sq_um = 7.59
yosys_cells = 48

[sta]
hold_viol_final = 0
finalSetupViolations = 0
rsz0062_at_grt = false
finalWorstSetupSlack_ns = 0.117
worst_pin_slew_ns = 0.313
report.final.slew_viol_count = 0
worst_clock_skew_ns = 0.00389
finalWorstPathRequiredPeriod_ns = 2.88
post-route-period-util_pct = 96.1
relSlewSlack_pct = 79.1
max_freq_mhz = 347
fin_setup_tns_ns = 0
hold_ws_ns = 0.535

[worst_setup_path]
cp-startpoint = req[3]
crit_arrival_ns = 2.28
crit_path_end_kind = output pin
r2r_cells = 6
r2r-start = ptr[0]
critPathSlowestCell = clkdlybuf4s50_1
critPathMaxFanout = 8
cpPeakStageDelay_ns = 0.48
endpoint = grant[0]
critPathKind = input pin to output pin
reg2reg_slack_ns = 0.53
critPathLaunchType = input pin
crit_required_ns = 2.40
timing.rr.end = ptr[1]
crit_path_cell_trace = dlygate4sd2_1, buf_6, nand3b_1, a2111o_1, nand3_1, a31o_1, clkdlybuf4s50_1

[finish]
logic_area_sq_um = 305
final_cells = 111
top_register = ptr
drive_gt1_share_pct = 26.2
lay_top_cells = 6 x nand2_1, 4 x inv_1, 4 x buf_4
seqCellArea_sq_um = 50.0
final_cell_area_sq_um = 597
top_regs = ptr: 2 flops
layout_top_cell = nand2_1
area_delta_synth_final_pct = 63.9
finish.utilization_pct = 17.5
largest_register_ffs = 2
n_fill_cell = 395

[routing]
drtPass1Iterations = 4
drc = 0
ant_nets = 0
drtIter0Drc = 15
vias_per_cell = 3.93
wl_per_cell_um = 9.96
wirelength_mm = 1.11
num_vias = 436
diodes = 0

[job]
tool_warnings = 25
maxCapViolations = 0

[clock_tree]
clkLatencyLatePin_ns = 0.22
cts.sinks = 2
cts_made_buffers = 3
cts_tree = built
htree_levels = 1
cts_setup_buffers = 0
root_buffer = clkbuf_4
clockBufferDepth = 2
clk_pin_slew_ns = 0.03

[power]
p_total_uw = 557
p_leak_nw = 0.269
p_per_area_mw_per_mm2 = 934
max-vdd-ir-drop_mv = 0.254

[worst_hold_path]
worst_hold_path_type = input pin to asynchronous set/reset pin

[grt]
grt_pass1_wl_mm = 1.89
grt_overflow_total = 0
antenna_found_initial = 0
grt_max_degree = 13
first_global_vias = 448
grtUsageTotal_pct = 3.47

[run_status]
status = complete, no violations

==> final cells by class <==
class,instances,share of cell area [%]
clock buffers,3,3.77
inverters,5,3.14
multi-input cells,40,51.2
flip-flops and latches,2,8.39
well taps,46,9.64
repair buffers,15,23.9
==> power breakdown <==
part,switching (mW),leakage [nW],internal [mW]
logic,0.199,0.232,0.233
clock network,0.0152,0.0138,0.0441
registers,0.0224,0.0233,0.0438
==> metal layers <==
layer  vias up  wire length (um)  global-route usage (%)
li1        212                 -                       -
met1       209               580                    4.91
met2        13               437                    4.74
met3         2                80                    1.25
met4         0                 8                    1.06
met5         -                 0                       0
==> critical path: cells and delay by family <==
| kind | cells | cell delay, ns |
|---|---|---|
| simple gates | 2 | 0.26 |
| compound gates | 2 | 0.56 |
| buf+inv | 3 | 0.86 |
==> worst min-delay path by stage <==
stage / end / cells past startpoint / start / slack (ns)
6_report: ptr[0] / 1 / rst_n / 0.54
5_1_grt: ptr[0] / 1 / rst_n / 0.53
4_1_cts: ptr[0] / 1 / rst_n / 0.53
==> what timing repair did <==
action,in CTS,in global routing
hold buffers,0,0
pin swaps,4,0
resized,9,3
setup endpoints to repair,4,4
cloned,0,0
==> synth_stat cells <==
master | number | area (sq um)
a2111o_1 | 1 | 11.3
a2111oi_2 | 1 | 15.0
a211o_1 | 1 | 8.76
a21o_1 | 1 | 7.51
a21oi_1 | 3 | 15.0
a221oi_1 | 1 | 8.76
a22oi_1 | 1 | 7.51
a31o_1 | 1 | 8.76
buf_2 | 1 | 5.00
dfrtp_1 | 2 | 50.1
ha_1 | 1 | 12.5
inv_1 | 4 | 15.0
inv_2 | 1 | 3.75
mux2_4 | 1 | 15.0
nand2_1 | 6 | 22.5
nand3_1 | 3 | 15.0
nand3b_1 | 2 | 15.0
nor2_1 | 3 | 11.3
nor2b_1 | 2 | 12.5
nor3_1 | 1 | 5.00
nor3b_1 | 1 | 7.51
nor3b_2 | 1 | 12.5
nor4bb_1 | 1 | 10.0
o21ai_0 | 2 | 10.0
o2bb2ai_1 | 1 | 8.76
o31ai_2 | 1 | 12.5
or2_1 | 1 | 6.26
or3b_1 | 1 | 8.76
or4b_4 | 1 | 13.8
xnor2_1 | 1 | 8.76
==> kinds of logic after synthesis <==
group | synth area share (%)
AND/OR/NAND/NOR | 38.5
buffers and inverters | 6.53
XOR/XNOR | 2.41
adder cells (fa/ha/maj) | 3.44
AND-OR/OR-AND | 31.3
multiplexers | 4.12
flip-flops | 13.7
No activity file was given, so power comes from the tool's default toggle rates.
