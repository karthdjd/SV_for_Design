**design/flow/design.v**
```verilog
module fixed_pri_arbiter#(parameter N=32)(
  input logic [N-1:0] req,
  output logic [N-1:0] gnt
);
  logic [N-1:0] high_pri_req;
  assign high_pri_req[0]= 1'b0;
  for(genvar i=0; i<N-1 ;i++)begin
    assign high_pri_req[i+1]= high_pri_req[i] | req[i];
  end
  assign gnt[N-1:0] = req[N-1:0] & ~(high_pri_req[N-1:0]);
endmodule
```
**design/flow/config.mk**
```make
export PLATFORM = sky130hd
export DESIGN_NAME = fixed_pri_arbiter
export DESIGN_NICKNAME = fixed_pri_arbiter
export VERILOG_FILES = /design/flow/design.v
export SDC_FILE = /design/flow/constraint.sdc
export NUM_CORES = 4
export LEC_CHECK = 1
export CORE_AREA = 10 10 70 70
export DIE_AREA = 0 0 80 80
export SYNTH_HDL_FRONTEND = slang
```
**design/flow/constraint.sdc**
```tcl
current_design fixed_pri_arbiter

set clk_period 7.9
set clk_io_pct 0.2

create_clock -name clk0 -period $clk_period

set non_clock_inputs [all_inputs -no_clocks]
set_input_delay [expr $clk_period * $clk_io_pct] -clock clk0 $non_clock_inputs
set_output_delay [expr $clk_period * $clk_io_pct] -clock clk0 [all_outputs]
```
**design/flow/run.sh**
```bash
#!/bin/bash
# OpenROAD 26Q1-2900-gdf79404cd8, Yosys 0.63+post, stock flow scripts
make -C /OpenROAD-flow-scripts/flow DESIGN_CONFIG=/design/flow/config.mk WORK_HOME=/design/flow/orfs finish
```
==> results.txt <==
Filler Cell Count - 351
Leak Pwr - 0.414 nW
Yosys warning tally - 0
CP max FO - 11
Worst-margin pin slew - 510 ps
Die x size - 80 um
Hold endpoint - gnt[20]
First-pass GRT wire length - 3.61 mm
Num ports - 64
Sequential share of power - 0
RSZ-0062 raised after global routing - false
DRT Pass-1 Iters - 4
# DRC - 0
Dominant cell area share - 0.114
Syn Inst Count - 62
Final WL - 2.28 mm
Die footprint - 6400 um^2
Cell row count - 21
CP cell instances - clkdlybuf4s50_1 > nor4_1 > nand3b_1 > nor3_2 > and4_1 > clkdlybuf4s50_1
Seq/Total Area, Yosys - 0
Floorplan utilization - 0.129
Initial DRC count - 11
Worst Setup Start Kind - primary input
Cell total after placement - 169
Vias in the first global route - 662
Yosys cell count - 62
Top cells by area - and4b_1 11%, nor2_1 10%, and3_1 8.5%
Post-route cell area - 1120 um^2
Min setup slack post-route - 2440 ps
N_diodes - 0
Die Y - 80 um
Sw power - 0.00000898 W
Worst path max stage delay - 500 ps
Syn Std Cell Area - 439 um^2
CP required - 6320 ps
Critical Path AT - 3880 ps
Slowest CP cell - nor4_1
Post-Layout Cell Count - 169
Slew HR - 0.658
Fin crit share - 0.691
Clock power share - 0
Clock buf count - 0
Proportion of layout cells with a drive suffix above 1 - 0.0488
Origin of the worst min-delay path - req[20]
All-Layer GR Usage - 0.0670
Hold Path Class - primary input to output port
Total stage count of the critical path - 6
Synth area leader - and4b_1
# port buffers - 64
Buf+Inv Stages, Crit Path - 2
Hold Buf Count CTS - 0
Most frequent cell after synthesis - nor2_1
Net Sw Frac - 0.327
Pre-CTS WS - 2450 ps
Max Freq - 183 MHz
Pin count of the biggest net entering global routing - 12
Post-CTS setup buffers - 0
Int Pwr - 0.0000185 W
Max Slew Vio Count - 0
CP Capture Type - output port
Cell Type Count - 26
Final Hold Viols - 0
Logic cell area - 415 um^2
Final setup viols - 0
Final min period - 5460 ps
Most frequent CP cell - clkdlybuf4s50_1
WHS Path Cells - 3
Top post-synthesis cells by count - 12 x nor2_1, 6 x and3_1, 5 x and4b_1
DRT antenna net count - 0
Initial antenna violation count - 0
Combinational share of power - 1.000
WS Path Type - primary input to output port
OpenROAD warnings - 32
Final total power - 0.0000275 W
Core area - 3420 um^2
Maximum vdd drop - 0.00883 mV
Flop count - 0
Flop area - 0 um^2
Status - finished, final reports clean
Setup TNS - 0 ps
Crit path max-delay family - simple AND/OR/NAND/NOR gates
Max-cap viol count - 0
Via/cell ratio - 4.08
Yosys stat chip area - 439 um^2
Placer Congestion - 0.819
Layout area overhead - 155%
Remaining global-route overflow - 0
Post-detailed-placement cell area - 1120 um^2
Crit path from - req[14]
Wire length per cell after detailed routing - 13.5 um
Post-Syn Area per Cell - 7.08 um^2
Detailed placement HPWL - 2.09 mm
Resized Gates After CTS - 0
Total number of vias - 690
Pwr/cell area - 24.5 nW/um^2
-- through the flow --
stage	hold slack, ps	util
after floorplan	3170	-
after global placement	4110	0.328
after detailed placement	4120	0.328
after CTS	4120	0.328
after global routing	4140	0.328
final	4110	0.328
-- cell type report --
class | instances | share of cell area
inverter | 2 | 0.00670
multi-input combinational | 57 | 0.371
tap | 46 | 0.0513
timing repair buffer | 64 | 0.571
-- metal layers --
metal,up-vias,part of all wire,track usage
li1,364,-,-
met5,-,0,0
met2,27,0.53,0.124
met4,0,0,0
met3,0,0.090,0.0193
met1,299,0.38,0.0778
-- cell families after synthesis --
group / after synthesis / share of synthesized area
simple gates: 57 / 0.946
buf+inv: 5 / 0.0541
-- tightest hold or removal path, stage by stage --
cell             delay (ps)
clkdlybuf4s50_1         410
and4_1                  140
clkdlybuf4s50_1         400
-- power groups by stage --
| stage | Clock (W) | Combinational [W] | Sequential [W] |
|---|---|---|---|
| 4_1_cts | 0 | 0.0000276 | 0 |
| 5_1_grt | 0 | 0.0000301 | 0 |
| 6_report | 0 | 0.0000275 | 0 |
-- worst max path at each step --
| stage | to | slack [ps] |
|---|---|---|
| after CTS | gnt[26] | 2440 |
| after global routing | gnt[26] | 2220 |
| final | gnt[26] | 2440 |
-- cell usage in the layout, fill, tap and decap left out --
cell type,synthesis,layout
nor3b_2,1,1
and4_1,4,4
nor2_1,12,12
nor4_2,1,1
nor4_1,2,2
nand2_1,2,2
or3_1,1,1
nand3_2,1,1
nor4b_1,3,3
and3b_1,3,3
nor3b_1,3,3
and4bb_1,1,1
nor2b_1,1,1
nor3_2,1,1
and4b_1,5,5
or3_4,1,1
nor3_1,2,2
or4_1,1,1
nand3b_1,1,1
clkdlybuf4s50_1,0,64
inv_1,2,2
and2_1,4,4
and3_1,6,6
nor4_4,1,1
No activity file was given, so power comes from the tool's default toggle rates.
